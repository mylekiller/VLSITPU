$ cat design.v
module TPU_functional (
	reset, clk, out_HL,
	error,
	input1, input2, out
	);
	input wire reset, clk, out_HL;
	output reg error;
	input wire [7:0] input1;
	input wire [7:0] input2;
	output reg [16:0] out;
	reg [33:0] accumulate;
	reg signbit;
	reg [7:0] mantissa;
	reg [5:0] exponent;
	reg [33:0] bitshift_out;
	reg norm1;
	reg norm2;
	always @(*)
	begin
		if (out_HL == 0) begin
			out = accumulate[16:0];
		end
		else if(out_HL == 1) begin
			out = accumulate[33:17];
		end
	end
	always @(posedge clk)
	begin
		if (reset == 1) begin
			accumulate = 0;
			error = 0;
			signbit = 0;
		end
		else
			begin
				if (input1[6:3] != 0) begin
					norm1 = 1;
				end
				else begin
					norm1 = 0;
				end
				if (input2[6:3] != 0) begin
					norm2 = 1;
				end
				else begin
					norm2 = 0;
				end	
				signbit = input1[7] ^ input2[7];  
				exponent = input1[6:3] + input2[6:3];
				mantissa = {norm1, input1[2:0]} * {norm2, input2[2:0]};
				bitshift_out = mantissa << (exponent - norm1 - norm2);
				if (signbit == 1) begin  
					bitshift_out = bitshift_out ^ 34'd17179869183;
					bitshift_out = bitshift_out + 1;
				end
				accumulate = accumulate + bitshift_out;
			end
		end
endmodule
$ cat run.sh
#!/bin/bash
# OpenROAD 26Q1-2900-gdf79404cd8, Yosys 0.63+post, stock flow scripts
make -C /OpenROAD-flow-scripts/flow DESIGN_CONFIG=/design/flow/config.mk WORK_HOME=/design/flow/orfs finish
$ cat config.mk
export PLATFORM = sky130hd
export DESIGN_NAME = TPU_functional
export DESIGN_NICKNAME = TPU_functional
export VERILOG_FILES = /design/flow/design.v
export SDC_FILE = /design/flow/constraint.sdc
export NUM_CORES = 4
export LEC_CHECK = 1
export CORE_UTILIZATION = 50
$ cat constraint.sdc
current_design TPU_functional

set clk_period 36.5
set clk_io_pct 0.2

create_clock -name clk0 -period $clk_period [get_ports {clk}]

set non_clock_inputs [all_inputs -no_clocks]
set_input_delay [expr $clk_period * $clk_io_pct] -clock clk0 $non_clock_inputs
set_output_delay [expr $clk_period * $clk_io_pct] -clock clk0 [all_outputs]
==> out/results.tsv <==
metric	value	unit
outcome	completed	
insertion delay of the later-clocked pin in the worst-skew pair	0.30	ns
Tmin final	16.38	ns
# IOs	37	
WL final	14000	um
antenna violations before repair	0	
clock root buffer master	sky130_fd_sc_hd__clkbuf_8	
HP Start	accumulate[0]$_SDFF_PP0_	
capturing instance or port of the critical path	out[2]	
placer congestion estimate	0.928	
GR Overflow Total	0	
worst setup path category	in -> out	
maximum number of pins on one net before global-route repair	38	
ratio of final minimum period to clock period	44.9	%
Core Density at Floorplan	52.5	%
final worst clock skew	0.0124	ns
classification of the worst-slack hold path	reg -> reg	
Worst Path Arrival	9.08	ns
cell area power density	77.6	mW/mm^2
DRC Markers	0	
Yosys Instances	696	
launch instance of the worst register-to-register path	accumulate[6]$_SDFF_PP0_	
number of levels the H-tree was split into	2	
total core area	0.00995	mm^2
Slew Viols, Final	0	
input/output buffers	35	
maximum clock rate	61.0	MHz
Rows	36	
accumulated negative setup slack	0	ns
Detail Route Antenna Nets	0	
number of enable flip-flop cells	0	
count of maximum capacitance violations	0	
part of the Yosys area used for sequential elements	13.0	%
LEAKAGE	2.56	nW
Distinct cells, synth	83	
slew at the pin closest to its max-slew limit	0.805	ns
area after detailed placement	0.00571	mm^2
launch point of the critical path	out_HL	
area of the synthesized netlist per yosys stat	0.00523	mm^2
R2R depth	10	
Hold-fix buffers, CTS	0	
nature of the critical path endpoint	primary output	
Area growth, synth to finish	11.3	%
chip area	0.0109	mm^2
final design area excluding fillers	0.00582	mm^2
number of synthesis warnings	1	
CP required	29.20	ns
total vias in the final route	5093	
max-slew headroom at the worst pin	46.1	%
Ant. Diodes	0	
total global routing track utilization	27.2	%
post-synthesis register bit count	34	
DR vias/cell	5.95	
maximum ir drop on the vdd rail	0.0432	mV
Largest register FFs	34	
TritonCTS clock tree	yes	
detail-routed net length per standard cell	16.4	um
number of iterations in the first detailed-routing pass	5	
number of buffers added by the clock tree synthesis step	5	
post-CTS clock slew at the launch and capture registers of the worst setup and hold paths	0.07	ns
setup slack on the worst flop-to-flop path	33.04	ns
cells after synthesis	696	
most numerous logic cells after layout	69 x sky130_fd_sc_hd__a21oi_1, 68 x sky130_fd_sc_hd__nor2_1, 56 x sky130_fd_sc_hd__nand2_1, 54 x sky130_fd_sc_hd__ha_1, 41 x sky130_fd_sc_hd__o21ai_0	
maximum fanout count along the critical path	17	
crit path launch type	primary input	
most used logic cell in the final layout	sky130_fd_sc_hd__a21oi_1	
Crit Reg-Reg Endpoint	accumulate[33]$_SDFF_PP0_	
flip-flop and latch area	681	um^2
ys async rst share	0	%
Post-CTS Resized	0	
prevailing post-synth register cell	sky130_fd_sc_hd__dfxtp_1	
Max clock buf depth	2	
Logic area	0.00431	mm^2
tally of OpenROAD warnings	27	
wire length of the first global-routing pass	23300	um
clock net sink count	34	
area of the mapped netlist	0.00523	mm^2
Synth Area per Inst	7.51	um^2
number of global-route vias before repair	4655	
floorplan die height	104	um
horizontal die dimension	104	um
post-detail-place hpwl	11300	um
Final Hold Fails	0	
number of DRC markers after the initial detailed-route iteration	379	
share of final-layout standard cells stronger than drive strength 1	8.30	%
setup-violating endpoint count in the final report	0	
postcts setup bufs	0	
number of filler cells placed in the layout	925	
setup repair after global routing missed its margin	no	
synth_stat cells (10+ instances only):
cell type / instances / area (um^2)
sky130_fd_sc_hd__a21o_1: 20 / 150
sky130_fd_sc_hd__a21oi_1: 69 / 345
sky130_fd_sc_hd__and2_1: 10 / 62.6
sky130_fd_sc_hd__clkbuf_1: 14 / 52.6
sky130_fd_sc_hd__dfxtp_1: 34 / 681
sky130_fd_sc_hd__ha_1: 54 / 676
sky130_fd_sc_hd__inv_1: 36 / 135
sky130_fd_sc_hd__mux2_2: 17 / 191
sky130_fd_sc_hd__nand2_1: 56 / 210
sky130_fd_sc_hd__nand3_1: 17 / 85.1
sky130_fd_sc_hd__nand4_1: 10 / 62.6
sky130_fd_sc_hd__nor2_1: 68 / 255
sky130_fd_sc_hd__nor2b_1: 13 / 81.3
sky130_fd_sc_hd__nor3_1: 17 / 85.1
sky130_fd_sc_hd__o21ai_0: 41 / 205
sky130_fd_sc_hd__xnor2_1: 34 / 298
sky130_fd_sc_hd__xor2_1: 17 / 149
layer usage:
metal | vias to the layer above | track usage [%] | part of all wire [%]
met5 | - | 0 | 0
met4 | 0 | 3.37 | 1.3
met3 | 15 | 3.45 | 5.7
met2 | 123 | 40.0 | 41
met1 | 2355 | 43.9 | 52
li1 | 2600 | - | -
where the power goes:
part / total [mW] / internal, mW / switching [mW] / leakage [nW]
sequential: 0.0640 / 0.0509 / 0.0130 / 0.281
combinational: 0.351 / 0.148 / 0.203 / 2.22
clock: 0.0367 / 0.0219 / 0.0149 / 0.0573
total: 0.452 / 0.221 / 0.231 / 2.56
how the worst min path moves through the flow:
stage | to | slack (ns) | cells past startpoint
6_report | accumulate[0]$_SDFF_PP0_ | 0.69 | 2
5_1_grt | accumulate[0]$_SDFF_PP0_ | 0.73 | 2
4_1_cts | accumulate[0]$_SDFF_PP0_ | 0.70 | 2
area by class of cell:
type	instances	area share, %
Timing Repair Buffer	43	7.05
Clock inverter	1	0.516
Multi-Input combinational cell	602	74.1
Clock buffer	6	1.42
Inverter	37	2.39
Tap cell	133	2.86
Sequential cell	34	11.7
per-stage QoR:
stage | setup WS, ns | hold WS [ns] | util, % | cells | total power [mW]
finish | 20.12 | 0.690 | 58.5 | 856 | 0.452
global route | 20.02 | 0.728 | 58.5 | 856 | 0.496
CTS | 20.12 | 0.703 | 58.5 | 856 | 0.450
detailed placement | 20.13 | 0.677 | 57.3 | 849 | 0.409
global placement | 20.18 | 0.671 | 57.3 | 849 | 0.406
floorplan | 20.92 | 0.555 | - | 696 | 0.328
critical path: stages:
cell,delay (ns)
sky130_fd_sc_hd__clkdlybuf4s50_1,0.96
sky130_fd_sc_hd__mux2_2,0.41
sky130_fd_sc_hd__clkdlybuf4s50_1,0.41
cell families after synthesis:
family	count (synthesis)	share of synthesized area, %
AND-OR/OR-AND	226	29.3
XOR/XNOR	51	8.54
other	1	0.0717
multiplexers	22	4.88
AND/OR/NAND/NOR	240	23.5
flip-flops	34	13.0
buffers and inverters	60	4.69
adder cells (fa/ha/maj)	62	16.0
Power is estimated from default activity; no workload was simulated.
